File: config.mk
export PLATFORM = sky130hd
export DESIGN_NAME = max
export DESIGN_NICKNAME = max
export VERILOG_FILES = /design/flow/design.v
export SDC_FILE = /design/flow/constraint.sdc
export NUM_CORES = 4
export LEC_CHECK = 1
export CORE_UTILIZATION = 50
File: design.v
module max #(parameter featureWidth = 16)
(
	input signed [featureWidth-1:0] x_1,
	input signed [featureWidth-1:0] x_2,
	input signed [featureWidth-1:0] x_3,
	input signed [featureWidth-1:0] x_4,
	input signed [featureWidth-1:0] x_5,
	input signed [featureWidth-1:0] x_6,
	input signed [featureWidth-1:0] x_7,
	input signed [featureWidth-1:0] x_8,
	input enable,
	input clk,
	input reset,
	input start,
	output reg [2:0] maxindex,
	output reg outvalid,
	output reg signed [featureWidth-1:0] max
);
    integer i;
    reg [3:0] cnt;
    reg cntend;
    reg signed [featureWidth-1:0] buffer [8:0];
   always @(posedge clk or posedge reset) begin
    if (reset) begin
        cnt <= 0;    
        cntend <= 0;    
        max <= 16'b1000000000000000;
		outvalid <= 0;
		maxindex <= 0;
        for (i=0; i<9; i=i+1) buffer[i] <= 16'b1000000000000000;
    end
	 else if (enable) begin
		  buffer[0] <= 16'b1000000000000000;  
		  buffer[1] <= x_1;
		  buffer[2] <= x_2;
		  buffer[3] <= x_3;
		  buffer[4] <= x_4;
		  buffer[5] <= x_5;
		  buffer[6] <= x_6;
		  buffer[7] <= x_7;
		  buffer[8] <= x_8;
		  outvalid <= 0;
		  if (buffer[cnt] > max) begin
				maxindex <= cnt-1;
				max <= buffer[cnt];
		  end
		  else begin
				maxindex <= maxindex;
				max <= max;
		  end
		if (!cntend) begin
			if (cnt < 8) begin  
            	cnt <= cnt + 4'b1;
				outvalid <= 0;
			end 
			else begin
				cntend <= 1;
				outvalid <= 1;
			end
		end		
		else begin
			max <= 16'b1000000000000000;
			cntend <= 0;
			cnt <= 0;
			outvalid <= 0;
		end
    end 
	else begin
		max <= 16'b1000000000000000;
		cntend <= 0;
		cnt <= 0;
		outvalid <= 0;
	end
end
endmodule
File: run.sh
#!/bin/bash
# OpenROAD 26Q1-2900-gdf79404cd8, Yosys 0.63+post, stock flow scripts
make -C /OpenROAD-flow-scripts/flow DESIGN_CONFIG=/design/flow/config.mk WORK_HOME=/design/flow/orfs finish
File: constraint.sdc
current_design max

set clk_period 5.8
set clk_io_pct 0.2

create_clock -name clk0 -period $clk_period [get_ports {clk}]

set non_clock_inputs [all_inputs -no_clocks]
set_input_delay [expr $clk_period * $clk_io_pct] -clock clk0 $non_clock_inputs
set_output_delay [expr $clk_period * $clk_io_pct] -clock clk0 [all_outputs]
==> results.toml <==
# physical design summary
[run_status]
outcome = "complete, no violations"

[clocking]
clkSinkCount = 152
cts.root.buffer_cell = "clkbuf_16"
clkSlewWorstSetupHoldPaths_ps = 60
cts_tree = "built"
cts-resized-gates = 0
cts_made_buffers = 17
cts_buffer_depth = 2
hold_buffers = 0
post_cts_setup_buffer_count = 0
insertion_delay_ps = 420
htree_num_levels = 4

[yosys]
synth_cells = 574
syn_area_per_cell_um2 = 12.6
post_synth_main_area_contributors = "dfrtp_1 49%, mux2_2 20%, a22oi_1 3.6%"
yosysTopAreaCell = "dfrtp_1"
ys_warn_count = 2
summed_standard_cell_area_reported_by_yosys_um2 = 7250
async_reset_ff_share_pct = 100
top_cells_by_count = "143 x dfrtp_1, 128 x mux2_2, 35 x a22oi_1"
yosysMostFrequentCell = "dfrtp_1"
synth_cell_type_count = 54
flop_cell = "dfrtp_1"
ys_ff = 152
edf_count = 0
fraction_of_synthesized_cell_area_taken_by_the_top_area_cell_type_pct = 49.3
synth_seq_share_pct = 52.6
ys_cells = 574
synth.cell_area_um2 = 7250

[hold_path]
min_delay_worst_endpoint = "buffer[8][6]$_DFFE_PP0P_"
holdCritPathClass = "flip-flop to flip-flop"
hold_depth = 1
timing.hold.worst.start = "buffer[8][6]$_DFFE_PP0P_"

[place]
dp_hpwl_um = 12500
gpl_congestion = 0.899
place_area_um2 = 8930
numPortBuffers = 150

[die]
rows = 43
die_area_um2 = 15000
width_of_the_die_um = 122
number_of_i_o_pins = 152
core_util_floorplan_pct = 51.7
core_region_area_um2 = 14000
vertical_extent_of_the_die_um = 122

[global_route]
grt_pass1_wl_um = 28400
maximum_number_of_pins_on_one_net_before_global_route_repair = 59
vias_in_the_first_global_route = 5289
globalRouteOverflowTotal = 0
grt.total_usage_pct = 26.8
grt_antenna_before_repair = 0

[pwr]
worst_ir_drop_vdd_mv = 0.219
powerDensity_nw_per_um2 = 331
power.static_leakage_nw = 3.90

[worst_setup_path]
library_cell_contributing_the_largest_single_delay_on_the_critical_path = "a222oi_1"
critPathArrivalTime_ps = 4790
rrSetupSlack_ps = 1350
slowest_stage_delay_on_critical_path_ps = 810
timing.rr.end = "max[5]$_DFFE_PP0P_"
path_class = "flip-flop to flip-flop"
timing.critical_path.buf_inv = 2
worstPathRequired_ps = 6140
worst_path_cell_chain = "inv_1, ha_1, and3b_1, a222oi_1, o211ai_1, ha_1, nand4_1, nor2_1, o31a_1, o31ai_4, buf_4, mux2i_1"
end_kind = "flip-flop"
timing.critical_path.mode_cell = "ha_1"
critical-path-top-delay-family = "AND-OR/OR-AND gates"
cp_max_fo = 13
timing.reg2reg.worst_path_depth = 12
timing.rr.start = "cnt[1]$_DFFE_PP0P_"
critPathLaunchType = "flip-flop"

[routing]
vias_per_cell = 5.65
drt_first_iter_violations = 198
detail_route.drc_violations = 0
drt-wirelength-per-cell_um = 19.5
diodes = 0
route.antenna.remaining_nets = 0
wirelength_um = 17700
drt_pre_antenna_iters = 6
total_number_of_vias = 5147

[cells_and_area]
final_core_utilization_pct = 67.8
finish.instance_area_um2 = 9520
synthToLayoutAreaGrowth_pct = 31.2
post_route_cells_drive_above_1_share_pct = 26.3

[sta]
finalClockSkew_ps = 9.18
fmax_ghz = 0.225
finalSetupTns_ps = 0
post-route-min-period_ps = 4450
timing.max_slew.rel_slack_pct = 42.0
layout_worst_path_cycle_share_pct = 76.7
slew_viol_final = 0
max_slew.worst_pin.slew_ps = 871
hold_ws_ps = 505
finalHoldViolations = 0
grt_setup_unrepaired = "false"
final-setup-viol-count = 0

[run]
maxCapViolations = 0
log.warning_count = 31
[logic make-up (layout without fill, tap and decap cells)]
group,Yosys count,after routing,share of synthesized area (%)
mux,150,150,22.9
flops,152,152,52.6
fa+ha+maj,21,21,3.62
simple gates,105,105,8.56
xor+xnor,2,2,0.242
compound gates,83,83,8.71
buf+inv,61,218,3.33
[metrics by stage]
step / setup WS [ps] / std cells / power, mW
floorplan: 562 / 574 / 1.78
global placement: 1510 / 879 / 2.07
detailed placement: 1450 / 879 / 2.08
CTS: 1440 / 911 / 3.17
global route: 1100 / 911 / 3.32
finish: 1350 / 911 / 3.15
[cells in the final DEF, fill, tap and decap left out, types with 4 or more instances in the layout]
master           netlist  routed
a21oi_1               14      14
a22oi_1               35      35
a32oi_1                6       6
and3b_1               10      10
buf_4                  0      13
clkbuf_16              0      17
clkdlybuf4s50_1        0     149
clkinvlp_4             0       5
dfrtp_1              143     143
dfstp_2                9       9
ha_1                  21      21
inv_1                 24      23
inv_6                  0       4
mux2_2               128     128
mux2i_1               20      20
nand2_1               33      33
nand3_1               14      14
nand3b_1               8       8
nand4_1                8       8
nand4b_1               7       7
nor2_1                 7       7
[cell type report]
type	instances	area [um^2]
repair buffers	162	1590
inverters	24	95.1
clock inverters	14	148
flip-flops and latches	152	3810
well taps	180	225
fillers	987	4530
multi-input cells	361	3200
clock buffers	18	439
[power breakdown]
part / internal (mW) / switching [mW]
clock: 0.646 / 0.439
sequential: 1.20 / 0.0916
combinational: 0.427 / 0.346
total: 2.27 / 0.876
[worst register-to-register path, cell delays in order, from the launching register on]
cell      delay [ps]
dfrtp_1          420
inv_1            100
ha_1             390
and3b_1          520
a222oi_1         810
o211ai_1         230
ha_1             360
nand4_1          200
nor2_1            70
o31a_1           310
o31ai_4          430
buf_4            330
mux2i_1          210
[registers in the layout (all words and copies together) (netlist names)]
register  cells
max          16
outvalid      1
buffer      128
cnt           4
maxindex      3
[routing by layer]
metal | wire (um) | global-route usage (%) | vias up
li1 | - | - | 2400
met1 | 8160 | 42.7 | 2561
met2 | 7740 | 37.1 | 169
met3 | 1620 | 9.91 | 17
met4 | 217 | 4.27 | 0
met5 | 0 | 0 | -
[worst max path at each step]
stage / startpoint / endpoint / slack [ps] / cells past startpoint
CTS: cnt[0]$_DFFE_PP0P_ / max[3]$_DFFE_PP0P_ / 1440 / 12
global route: cnt[0]$_DFFE_PP0P_ / max[6]$_DFFE_PP0P_ / 1100 / 12
finish: cnt[1]$_DFFE_PP0P_ / max[5]$_DFFE_PP0P_ / 1350 / 12
Power figures rest on the tool's default switching activity, not on a simulated workload.
