--- constraint.sdc ---
current_design outDown

set clk_period 1.0
set clk_io_pct 0.2

create_clock -name clk0 -period $clk_period [get_ports {clk}]

set non_clock_inputs [all_inputs -no_clocks]
set_input_delay [expr $clk_period * $clk_io_pct] -clock clk0 $non_clock_inputs
set_output_delay [expr $clk_period * $clk_io_pct] -clock clk0 [all_outputs]
--- design.v ---
module outDown #(
		parameter weightWidth = 16,
		parameter featureWidth = 16,
		parameter div = 7
    )
	 (
	 input reset,
	 input clk,
	 input enable,
	 input signed [featureWidth+weightWidth:0] in,
	 output signed [featureWidth-1:0] out
	 );
	 reg [featureWidth+weightWidth:0] tmp;
	 always @(posedge clk or posedge reset) begin
	 if (reset) begin
		tmp <= 0;
	 end
	 else begin
		 if (enable) begin
				tmp <= in >> div;
		 end
		 else begin
				tmp <= 0;
		 end
	 end
	 end
	 assign out = tmp[featureWidth-1:0];
endmodule
--- run.sh ---
#!/bin/bash
# OpenROAD 26Q1-2900-gdf79404cd8, Yosys 0.63+post, stock flow scripts
make -C /OpenROAD-flow-scripts/flow DESIGN_CONFIG=/design/flow/config.mk WORK_HOME=/design/flow/orfs finish
--- config.mk ---
export PLATFORM = sky130hd
export DESIGN_NAME = outDown
export DESIGN_NICKNAME = outDown
export VERILOG_FILES = /design/flow/design.v
export SDC_FILE = /design/flow/constraint.sdc
export NUM_CORES = 4
export LEC_CHECK = 1
export CORE_AREA = 10 10 85 85
export DIE_AREA = 0 0 95 95
==> flow_summary.ini <==
; yosys + openroad results
[final_timing]
layout_setup_ws_ps = 76.9
hold_violations = 0
rsz0062_at_grt = no
period_needed_ps = 923
setup_viol = 0
whs_ps = 278
slew_headroom = 0.922
finalCritPeriodShare = 0.923
fmax_mhz = 1080
worst_pin_slew_ps = 117
slew_viol_final = 0

[cells_and_area]
area_growth_pct = 79.5
regMostFlops = tmp
largest_reg_flops = 16
finish.utilization = 0.174
drive_gt1_frac = 0.466
final_cell_area_sq_um = 952
fill_cells = 624
reg_top3 = tmp (16)

[power_and_ir_drop]
max-vdd-ir-drop_mv = 0.341
comb_power_share = 0.113
swShare = 0.177
intPower_w = 0.00114
power_frac_clock = 0.391
pwr-share-seq = 0.497
p_per_area_nw_per_um2 = 1460
finalPower_w = 0.00139
power_leakage_nw = 0.449
switching_power_w = 0.000246

[setup_path]
path_cells = buf_2
cp.buffers_inverters = 1
crit_family = flip-flops
cp_slowest_cell = dfrtp_1
end_kind = output port
required_ps = 800
path_class = register to output port
cp-startpoint = tmp[15]
critPathLaunchType = register
path_max_fanout = 1
critical-path-max-stage-delay_ps = 370
crit_arrival_ps = 720

[place]
gp_congestion = 0.720
placed_cell_area_sq_um = 977
post-place-ws_ps = -72.1
io_buffers = 34

[synthesis]
synth_area_per_cell_sq_um = 15.6
ys_ff = 16
topCellsByArea = dfrtp_1 (75%), and2_2 (17%), and2_1 (4.7%)
ys_sh_mux = 0
ys_types = 5
yosysTopAreaCell = dfrtp_1
synthXorXnorAreaFrac = 0
simple_gate_area_frac = 0.217
ys_top_logic_family = simple AND/OR/NAND/NOR gates
adder_share = 0
synth_stat.cells = 34
syn_area_sq_um = 531
synthAoiAreaFrac = 0
synth_chip_area_sq_um = 531
synth.top_cell.area_share = 0.755
synthCells = 34
ys_seq_frac = 0.755
yosys_warnings = 1

[floorplanning]
floorplan.core_util = 0.0969
die_area_sq_um = 9030
die_h_microns = 95
core_sq_um = 5470
die_x_microns = 95
rows = 27
io_pins = 52

[clock_network]
root_buffer = clkbuf_8
cts_buffers = 3
cts_tree = yes
cts-hold-fix-buffers = 0
clk_pin_slew_ps = 60
cts_setup_buffers = 0
clock_path_buffers = 2
cts-htree-levels = 1
cts.sinks = 16
cts_resized = 40

[hold_path]
worstHoldPathType = input pin to async pin

[drt]
n_antenna_cell = 0
drt_iter0_markers = 0
firstDrtPassIters = 1
ant_nets = 0
drt-wirelength-per-cell_microns = 11.0
totalWireLength_mm = 1.60
vias = 354
routed_via_density = 2.44
drcViolationCount = 0

[global_route]
antenna_found_initial = 0
grt_overflow = 0
grt_pass1_vias = 446
grt_max_degree = 17
grtUsageTotal = 0.0362
grt_pass1_wl_mm = 2.37

[flow_run]
warning_count = 43
drv_cap = 0

[status]
outcome = completed
==> power by group through the flow <==
stage | sequential (W) | combinational, W | clock (W)
5_1_grt | 0.000692 | 0.000176 | 0.000591
4_1_cts | 0.000690 | 0.000174 | 0.000569
6_report | 0.000689 | 0.000156 | 0.000541
==> worst max-delay path by stage <==
stage	depth (start not counted)	to	slack, ps
finish	1	out[15]	80
global route	1	out[2]	40
CTS	1	out[2]	-10
==> layout make-up <==
type,instances,area [sq um],area share
clock buffer,4,55.1,0.0578
inverter,1,3.75,0.00394
multi-input combinational,16,115,0.121
sequential,16,400,0.420
tap,72,90.1,0.0946
timing repair buffer,36,288,0.302
==> per-stage QoR <==
stage | setup TNS [ps] | cells
floorplan | 0 | 34
global placement | -833 | 141
detailed placement | -928 | 141
CTS | -14.3 | 145
global route | 0 | 145
finish | 0 | 145
==> logic make-up (layout without fill, tap and decap cells) <==
logic type | count (synthesis) | in the layout
buf+inv | 2 | 41
flops | 16 | 16
simple gates | 16 | 16
==> synth_stat cells <==
master / count
inv_1: 1
and2_1: 4
buf_6: 1
and2_2: 12
dfrtp_1: 16
==> cells in the final DEF, fill, tap and decap left out, drive strengths merged <==
master and count:
dfrtp 16, clkbuf 14, buf 8, clkdlybuf4s50 18, and2 16, inv 1
==> layer usage <==
layer | wire [microns] | track usage | share of wire
met5 | 0 | 0 | 0
met1 | 584 | 0.0347 | 0.37
met3 | 201 | 0.0304 | 0.13
met4 | 2 | 0.00249 | 0.0013
met2 | 807 | 0.0612 | 0.51
Power figures rest on the tool's default switching activity, not on a simulated workload.
