$ cat flow/design.v
module mac #(    parameter weightWidth = 16,
	parameter featureWidth = 16,
    parameter memoryDepth = 7
    )
(
    input signed [weightWidth-1:0] a,
    input signed [featureWidth-1:0] b,
    input clk, reset, sload,
    output reg signed [featureWidth+weightWidth:0] f
);
    reg signed [weightWidth-1:0] l1;
    reg signed [featureWidth-1:0] l2;
    reg signed [featureWidth+weightWidth:0] add;
    reg sloadreg;
    wire signed [featureWidth+weightWidth-1:0] mul;
    assign mul = l1 * l2;
    always @ (*)
    begin
		if (reset) begin
			add <= 0;
		end
		else begin
			if (sloadreg) begin
				add <= 0;
			end
			else begin
				add <= f;
			end
		end
    end
    always @ (posedge clk or posedge reset)
    begin
        if (reset) begin
            l1 <= 0;
            l2 <= 0;
            f <= 0;
            sloadreg <= 0;
        end
        else begin
            l1 <= a;
            l2 <= b;
            f <= add + mul;
            sloadreg <= sload;
        end
    end
endmodule
$ cat flow/run.sh
#!/bin/bash
# OpenROAD 26Q1-2900-gdf79404cd8, Yosys 0.63+post, stock flow scripts
make -C /OpenROAD-flow-scripts/flow DESIGN_CONFIG=/design/flow/config.mk WORK_HOME=/design/flow/orfs finish
$ cat flow/config.mk
export PLATFORM = sky130hd
export DESIGN_NAME = mac
export DESIGN_NICKNAME = mac
export VERILOG_FILES = /design/flow/design.v
export SDC_FILE = /design/flow/constraint.sdc
export NUM_CORES = 4
export LEC_CHECK = 1
export CORE_UTILIZATION = 50
$ cat flow/constraint.sdc
current_design mac

set clk_period 9.5
set clk_io_pct 0.2

create_clock -name clk0 -period $clk_period [get_ports {clk}]

set non_clock_inputs [all_inputs -no_clocks]
set_input_delay [expr $clk_period * $clk_io_pct] -clock clk0 $non_clock_inputs
set_output_delay [expr $clk_period * $clk_io_pct] -clock clk0 [all_outputs]
==> results.toml <==
# flow metrics
[finish]
comb_area_um2 = 10100
drive_above_1_share_pct = 3.07
seqCellArea_um2 = 1650
fin_cells = 1735
fill_cells = 2310
syn2layout_area_growth_pct = 10.2

[timing]
fin_tns_setup_ns = 0
clock.fmax_ghz = 0.140
slew_viols_final = 0
period_minus_slack_ns = 7.15
finalSetupViolCount = 0
clock-skew-final_ns = 0.00876
worst_slew_margin_pct = 52.4
layout_worst_path_cycle_share_pct = 75.3
rsz_0062_raised_after_global_routing = "false"
tightestPinTransition_ns = 0.714
hold_viol_final = 0

[routing]
drt-wirelength-per-cell_um = 16.6
wirelength_um = 28900
antenna_violating_nets_post_route = 0
drtIter0Drc = 339
drt-vias-per-instance = 4.99
first_pass_iters = 4
antenna-diode-count = 0
routed-via-count = 8657
post-route-drc-count = 0

[synthesis]
proportion_of_register_bits_with_asynchronous_set_or_reset_after_synthesis_pct = 100
post_synth_inst_count = 1349
post_synth_num_cell_types = 52
ff_type = "sky130_fd_sc_hd__dfrtp_1"
postSynthSeqShare_pct = 12.5
enable_flop_cells = 0
synth.cell_area_um2 = 13200
yosysWarningCount = 1
ys_cells = 1349
syn-mean-instance-area_um2 = 9.79
postSynthRegisterBits = 66
synth-area-yosys_um2 = 13200

[clock_network]
cts_resizes = 0
post-cts-setup-buffers = 0
clock_latency_on_the_worst_skew_pair_ns = 0.35
hold_buffers = 0
tritoncts_num_sinks = 66
cts_tree = "yes"
path_clk_slew_ns = 0.07
ctsRootBufferMaster = "sky130_fd_sc_hd__clkbuf_16"
cts_made_buffers = 9
ctsHtreeMaxLevel = 3
clk_path_buf_depth = 2

[worst_setup_path]
worst_ep_required_time_ns = 9.77
cp_top_family = "adder cells"
setup.reg_to_reg.worst_slack_ns = 2.98
cpMostUsedCell = "sky130_fd_sc_hd__fa_1"
worst-setup-path-type = "primary input to register"
cp.arrival_ns = 7.43
cell_chain_of_the_critical_path = "clkdlybuf4s50_1 > nor2_2 > buf_4 > nand2_1 > fa_1 > inv_1 > fa_1 > fa_1 > fa_1 > inv_1 > fa_1 > inv_1 > ha_1 > a21oi_1 > o221ai_1 > a31oi_2 > o21ai_2 > a41oi_2 > xnor2_1"
critPathLaunchType = "primary input"
worst-path-max-fanout = 24
crit_path_top_delay_cell = "sky130_fd_sc_hd__fa_1"
critical_path_buf_inv_count = 5
crit_path_end_kind = "register"
critical_path.max_stage_delay_ns = 0.56

[place]
portBuffers = 67
gp_congestion = 0.907
post-place-cells = 1719
place.detailed.hpwl_um = 24500

[die]
die_width_um = 165
die_h_um = 165
die_footprint_um2 = 27100
design.core.area_um2 = 26000
ios = 68
fp-row-count = 59
fp-utilization_pct = 50.8

[global_routing]
first_global_vias = 9488
antenna_found_initial = 0
wire_length_of_the_first_global_routing_pass_um = 49900
grt-ovfl-total = 0
pin_count_of_the_biggest_net_entering_global_routing = 41
gr-usage-all-layers_pct = 26.0

[flow_run]
max_cap_viols = 0
log.warning_count = 25

[min_path]
min_delay_worst_type = "register to register"

[outcome]
status = "completed"
-- logic make-up after synthesis --
family | after synthesis | share of synthesized area [%]
DFF | 66 | 12.5
muxes | 1 | 0.0758
and+or+nand+nor | 358 | 13.5
xor gates and xnor gates | 39 | 2.59
adders and majority gates | 399 | 54.8
buffers and inverters | 395 | 11.2
AOI/OAI and AO/OA | 91 | 5.33
-- per-stage QoR --
stage                     setup WS (ns)  hold WS [ns]  cell area (µm²)  utilization, %
after detailed placement           1.98         0.619            14200            54.7
after floorplan                    2.98         0.552            13200               -
after global routing               2.07         0.684            14600            56.0
after CTS                          2.32         0.637            14600            56.0
after global placement             2.02         0.609            14200            54.7
final                              2.35         0.626            14600            56.0
-- final cells by class --
type / count / share of cell area [%]
clock buffers: 9 / 1.55
repair buffers: 74 / 4.97
inverters: 356 / 9.18
flip-flops and latches: 66 / 11.3
well taps: 335 / 2.88
multi-input cells: 888 / 69.2
clock inverters: 7 / 0.860
-- per-layer routing --
metal  global-route usage [%]  share of wire [%]  vias up
met5                        0                  0        -
met1                     46.3                 50     4294
met3                     10.6                 10       27
met4                     3.42                1.6        0
met2                     32.7                 39      304
li1                         -                  -     4032
-- worst min-delay path: cells and delay by family, from the launching register on --
family	cells	cell delay [ns]
and+or+nand+nor	1	0.13
DFF	1	0.34
adders and majority gates	1	0.12
-- flip-flops by register name, indices dropped and copies added (netlist names) --
register,cells
f,33
sloadreg,1
l2,16
l1,16
-- Yosys cell counts, types with 3 or more instances --
| library cell | instances | share of area (%) |
|---|---|---|
| sky130_fd_sc_hd__a21o_1 | 5 | 0.28 |
| sky130_fd_sc_hd__xnor2_1 | 31 | 2.1 |
| sky130_fd_sc_hd__o21ai_0 | 13 | 0.49 |
| sky130_fd_sc_hd__nand2b_1 | 4 | 0.19 |
| sky130_fd_sc_hd__a211oi_1 | 3 | 0.17 |
| sky130_fd_sc_hd__fa_1 | 299 | 45 |
| sky130_fd_sc_hd__o21a_1 | 4 | 0.23 |
| sky130_fd_sc_hd__and2_1 | 152 | 7.2 |
| sky130_fd_sc_hd__xor2_1 | 8 | 0.53 |
| sky130_fd_sc_hd__o21ai_2 | 3 | 0.20 |
| sky130_fd_sc_hd__a31oi_1 | 3 | 0.14 |
| sky130_fd_sc_hd__nand2_1 | 154 | 4.4 |
| sky130_fd_sc_hd__a21oi_1 | 26 | 0.99 |
| sky130_fd_sc_hd__clkbuf_1 | 38 | 1.1 |
| sky130_fd_sc_hd__o21ai_1 | 3 | 0.11 |
| sky130_fd_sc_hd__nand4_1 | 4 | 0.19 |
| sky130_fd_sc_hd__o211ai_1 | 5 | 0.28 |
| sky130_fd_sc_hd__nor3_1 | 7 | 0.27 |
| sky130_fd_sc_hd__ha_1 | 100 | 9.5 |
| sky130_fd_sc_hd__o21bai_1 | 3 | 0.17 |
| sky130_fd_sc_hd__nor2_1 | 28 | 0.80 |
| sky130_fd_sc_hd__inv_1 | 356 | 10 |
| sky130_fd_sc_hd__dfrtp_1 | 66 | 13 |
-- final timing paths --
| check | start | endpoint | cells after the start |
|---|---|---|---|
| max in group asynchronous | reset | l2[10] | 3 |
| worst min register to register | f[0] | f[0] | 2 |
| worst max register to register | l2[1] | f[31] | 19 |
| worst min-delay path | f[0] | f[0] | 2 |
| worst max-delay path | reset | f[28] | 19 |
| min in group asynchronous | reset | f[18] | 2 |
-- layout by cell type (no fill, tap or decap), drive strengths merged, types with 8 or more instances in the layout --
master / n
a21oi: 29
and2: 152
clkbuf: 9
clkdlybuf4s50: 67
dfrtp: 66
fa: 299
ha: 100
inv: 358
nand2: 154
nor2: 29
o21ai: 19
xnor2: 31
xor2: 8
